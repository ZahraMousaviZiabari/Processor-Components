===== flow/config.mk =====
export PLATFORM = sky130hd
export DESIGN_NAME = alu
export DESIGN_NICKNAME = alu
export VERILOG_FILES = /design/flow/design.v
export SDC_FILE = /design/flow/constraint.sdc
export NUM_CORES = 4
export LEC_CHECK = 1
export CORE_UTILIZATION = 40

===== flow/constraint.sdc =====
current_design alu

set clk_period 27.3
set clk_io_pct 0.2

create_clock -name clk0 -period $clk_period

set non_clock_inputs [all_inputs -no_clocks]
set_input_delay [expr $clk_period * $clk_io_pct] -clock clk0 $non_clock_inputs
set_output_delay [expr $clk_period * $clk_io_pct] -clock clk0 [all_outputs]

===== flow/run.sh =====
#!/bin/bash
# OpenROAD 26Q1-2900-gdf79404cd8, Yosys 0.63+post, stock flow scripts
make -C /OpenROAD-flow-scripts/flow DESIGN_CONFIG=/design/flow/config.mk WORK_HOME=/design/flow/orfs finish

===== flow/design.v =====
module alu(out,zero,control,a,b);
input		[3:0]	control;
input		[31:0]	a, b;
output reg	[31:0]	out;
output			zero;
wire [31:0] sub_ab;
wire [31:0] add_ab;
assign zero = (out == 0);
assign sub_ab = a-b;
assign add_ab = a+b;
always @(*)
 begin
  #10
case (control)
4'd2:out=add_ab;				
		4'd0:out = a&b;  
			4'd12:out=~(a|b);				
			4'd1:out=a|b;				   
			4'd6:out=sub_ab;				  
			4'd13:out=a^b;				   
			default:out=0;
endcase
end
endmodule

==> impl_metrics.sql <==
-- load yosys + openroad results
INSERT INTO impl_metrics (metric_group, metric, value, unit) VALUES
('worst_setup_path', 'worstPathCellList', 'clkdlybuf4s50_1 -> nor3b_2 -> buf_4 -> and2_1 -> buf_4 -> a31oi_1 -> xnor2_1 -> ha_1 -> a21oi_2 -> nor2b_1 -> o31ai_2 -> nand4_2 -> a31oi_1 -> mux2_1 -> or3_1 -> or4_1 -> nor4_2 -> clkdlybuf4s50_1', ''),
('place', 'dpl-instance-area', '0.006052', 'mm2'),
('floorplanning', 'floorplan.die_area', '0.01276', 'mm2'),
('worst_setup_path', 'worstSetupPathType', 'primary input to primary output', ''),
('outcome', 'outcome', 'finished clean', ''),
('worst_setup_path', 'path_max_fanout', '26', ''),
('power', 'power.density_cell_area', '19.79', 'mW/mm2'),
('global_route', 'antenna_found_initial', '0', ''),
('route', 'drc', '0', ''),
('worst_setup_path', 'critical_path_endpoint_category', 'primary output', ''),
('finish', 'post-route-cell-area', '0.006052', 'mm2'),
('finish', 'multi_input_comb_area', '0.004493', 'mm2'),
('power', 'switching_power', '0.06532', 'mW'),
('power', 'sequentialPowerShare', '0', ''),
('worst_setup_path', 'crit_family', 'buffers and inverters', ''),
('logic_synthesis', 'synthDominantAreaCellType', 'sky130_fd_sc_hd__ha_1', ''),
('floorplanning', 'die-height', '112.9', 'um'),
('worst_setup_path', 'arr_time_crit_path', '11.54', 'ns'),
('place', 'numPortBuffers', '101', ''),
('global_route', 'via_count_of_the_first_global_routing_pass', '5060', ''),
('finish', 'synthToLayoutAreaGrowth', '22.92', '%'),
('sta', 'max_freq', '58.81', 'MHz'),
('finish', 'finish.utilization', '0.5039', ''),
('clocking', 'postCtsSetupRepairBufs', '0', ''),
('floorplanning', 'top_level_ports', '101', ''),
('floorplanning', 'design.core.area', '0.01201', 'mm2'),
('logic_synthesis', 'synthCells', '695', ''),
('sta', 'rsz_0062_raised_after_global_routing', 'false', ''),
('sta', 'period_needed', '17.00', 'ns'),
('finish', 'layout.clock_buffers', '0', ''),
('job', 'cap_violations', '0', ''),
('finish', 'final.fill_count', '1204', ''),
('floorplanning', 'dieWidth', '112.9', 'um'),
('place', 'gp_routability_congestion', '0.9603', ''),
('power', 'static_leakage', '2.666', 'nW'),
('sta', 'timing.final.setup_violations', '0', ''),
('logic_synthesis', 'netlist_area', '0.004923', 'mm2'),
('logic_synthesis', 'synth_largest_type_area_fraction', '0.2440', ''),
('logic_synthesis', 'synth.yosys.warnings', '1', ''),
('route', 'vias', '5495', ''),
('sta', 'timing.final.max_slew_violations', '0', ''),
('global_route', 'globalRouteOverflowTotal', '0', ''),
('floorplanning', 'floorplan.initialDensity', '0.4099', ''),
('route', 'drt-pass1-iter-count', '7', ''),
('clocking', 'hold_buffers', '0', ''),
('logic_synthesis', 'synth.yosys.num_cells', '695', ''),
('power', 'pwr-share-comb', '1.000', ''),
('global_route', 'largest_net_degree_at_the_start_of_global_routing', '34', ''),
('power', 'clock_power_share', '0', ''),
('route', 'antenna_left', '0', ''),
('worst_setup_path', 'required', '21.84', 'ns'),
('floorplanning', 'row_count', '40', ''),
('sta', 'final.period_utilization', '0.6228', ''),
('hold_path', 'hp-class', 'primary input to primary output', ''),
('worst_setup_path', 'crit_path_start_kind', 'primary input', ''),
('logic_synthesis', 'yosys-top-cells-area', 'sky130_fd_sc_hd__ha_1, sky130_fd_sc_hd__xnor2_1, sky130_fd_sc_hd__inv_1', ''),
('finish', 'seq_area', '0', 'um2'),
('finish', 'n_sequential_cell', '0', ''),
('logic_synthesis', 'yosys-stat-area', '0.004923', 'mm2'),
('clocking', 'post_cts.resized_instances', '0', ''),
('finish', 'final_layout_size_suffix_gt1_frac', '0.05563', ''),
('place', 'hpwlAfterDp', '13370', 'um'),
('sta', 'post-route-worst-setup-slack', '10.30', 'ns'),
('sta', 'fin_tns_setup', '0', 'ns'),
('sta', 'hold_viol_final', '0', ''),
('route', 'routed_via_density', '5.973', ''),
('sta', 'finalHoldWorstSlack', '12.22', 'ns'),
('logic_synthesis', 'synth_sequential_area_ratio', '0', ''),
('place', 'placement.setup.worst_slack', '10.37', 'ns'),
('power', 'max_rail_drop_vdd', '0.007408', 'mV'),
('route', 'drt-total-wl', '16950', 'um');
-- synth_stat cells (13+ instances only) --
cell / n
sky130_fd_sc_hd__nand2_1: 59
sky130_fd_sc_hd__xnor2_1: 38
sky130_fd_sc_hd__inv_1: 77
sky130_fd_sc_hd__clkbuf_1: 16
sky130_fd_sc_hd__nor2_1: 37
sky130_fd_sc_hd__o21ai_0: 42
sky130_fd_sc_hd__a21oi_1: 48
sky130_fd_sc_hd__buf_2: 13
sky130_fd_sc_hd__nor3_1: 14
sky130_fd_sc_hd__a21o_1: 16
sky130_fd_sc_hd__a221oi_1: 13
sky130_fd_sc_hd__nand3_1: 15
sky130_fd_sc_hd__ha_1: 96
-- final cells by class --
class / instances / area share
Multi-Input combinational cell: 585 / 0.7424
Timing Repair Buffer: 111 / 0.1794
Inverter: 77 / 0.04776
Tap cell: 147 / 0.03039
-- power by group through the flow --
stage / Clock (mW) / Sequential (mW) / Combinational (mW)
finish: 0 / 0 / 0.120
CTS: 0 / 0 / 0.119
global route: 0 / 0 / 0.132
-- worst paths after layout --
check                   from  endpoint  slack, ns  cells after the start
setup / recovery  control[1]      zero      10.30                     18
hold / removal         a[23]   out[23]      12.22                      6
-- metrics by stage --
stage | power, mW | std cells
final | 0.1198 | 920
after global routing | 0.1319 | 920
after detailed placement | 0.1178 | 920
after global placement | 0.1178 | 920
after floorplan | 0.07481 | 695
after CTS | 0.1188 | 920
-- cells by family (layout without fill, tap and decap cells) --
kind of cell               count (synthesis)  count (layout)  share of synthesized area
buffers and inverters                    110             188                    0.09174
adders and majority gates                 97              97                     0.2480
AOI/OAI and AO/OA                        225             225                     0.3227
muxes                                     11              11                    0.02262
xor gates and xnor gates                  46              46                    0.08183
and+or+nand+nor                          206             206                     0.2330
-- metal layers --
metal | up-vias | track usage | wire length, um
li1 | 2732 | - | -
met1 | 2546 | 0.4069 | 8161
met2 | 210 | 0.4272 | 7496
met3 | 7 | 0.02511 | 1165
met4 | 0 | 0.02368 | 127
met5 | - | 0 | 0
-- cells in the final DEF (no fill, tap or decap), types with 5 or more instances in the layout --
| cell type | count |
|---|---|
| sky130_fd_sc_hd__nand2_1 | 59 |
| sky130_fd_sc_hd__a221o_1 | 5 |
| sky130_fd_sc_hd__buf_4 | 10 |
| sky130_fd_sc_hd__o21ai_0 | 42 |
| sky130_fd_sc_hd__or3_1 | 5 |
| sky130_fd_sc_hd__nand3_1 | 15 |
| sky130_fd_sc_hd__o31ai_1 | 6 |
| sky130_fd_sc_hd__or4_1 | 10 |
| sky130_fd_sc_hd__mux2i_1 | 10 |
| sky130_fd_sc_hd__nand4_1 | 11 |
| sky130_fd_sc_hd__and3_1 | 6 |
| sky130_fd_sc_hd__a221oi_1 | 13 |
| sky130_fd_sc_hd__a31oi_1 | 8 |
| sky130_fd_sc_hd__ha_1 | 96 |
| sky130_fd_sc_hd__a21oi_1 | 48 |
| sky130_fd_sc_hd__o21ai_1 | 7 |
| sky130_fd_sc_hd__nand2b_1 | 7 |
| sky130_fd_sc_hd__clkdlybuf4s50_1 | 101 |
| sky130_fd_sc_hd__a21o_1 | 16 |
| sky130_fd_sc_hd__nor2_1 | 37 |
| sky130_fd_sc_hd__and2_1 | 5 |
| sky130_fd_sc_hd__nor3_1 | 14 |
| sky130_fd_sc_hd__xor2_1 | 8 |
| sky130_fd_sc_hd__o211ai_1 | 10 |
| sky130_fd_sc_hd__a211oi_1 | 6 |
| sky130_fd_sc_hd__o21bai_1 | 5 |
| sky130_fd_sc_hd__inv_1 | 77 |
| sky130_fd_sc_hd__xnor2_1 | 38 |
No activity file was given, so power comes from the tool's default toggle rates.
