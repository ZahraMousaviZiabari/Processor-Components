[design/flow/run.sh]
#!/bin/bash
# OpenROAD 26Q1-2900-gdf79404cd8, Yosys 0.63+post, stock flow scripts
make -C /OpenROAD-flow-scripts/flow DESIGN_CONFIG=/design/flow/config.mk WORK_HOME=/design/flow/orfs finish
[design/flow/config.mk]
export PLATFORM = sky130hd
export DESIGN_NAME = mux32
export DESIGN_NICKNAME = mux32
export VERILOG_FILES = /design/flow/design.v
export SDC_FILE = /design/flow/constraint.sdc
export NUM_CORES = 4
export LEC_CHECK = 1
export CORE_AREA = 10 10 70 70
export DIE_AREA = 0 0 80 80
[design/flow/design.v]
module mux32(out,input0,input1,select);
  input [31:0] input0,input1;
  input select;
  output [31:0] out;
  assign out = (select==1'b0) ? input1:input0;
endmodule
[design/flow/constraint.sdc]
current_design mux32

set clk_period 1.0
set clk_io_pct 0.2

create_clock -name clk0 -period $clk_period

set non_clock_inputs [all_inputs -no_clocks]
set_input_delay [expr $clk_period * $clk_io_pct] -clock clk0 $non_clock_inputs
set_output_delay [expr $clk_period * $clk_io_pct] -clock clk0 [all_outputs]
==> summary.txt <==
Entry: Yosys synthesis followed by OpenROAD place and route.

Layout:
- The run gives the filler cell count as 345.
- The run gives the share of post-route cells with drive strength above 1 as 53.3%.
- The run gives the signed area change from the synthesized netlist to the final layout as 191%.
- The run puts the number of cells in the finished layout apart from fillers at 183.
- The run gives the layout clock buffer count as 0.
- The run puts the area taken by flip-flops and latches at 0 µm².
- The run gives the count of sequential standard cells as 0.
- Summing all multi-input logic gate instances after layout gives 480 µm².

STA:
- Setup slack on the critical path of the routed design comes to -0.173 ns.
- The run puts the final clock period utilization by the worst path at 117%.
- The run puts the upper clock frequency limit at 852 MHz.
- In the final report, the number of pins over their slew limit comes to 0.
- The run puts the clock period minus worst slack at 1.17 ns.
- The run gives the setup-violating endpoint count in the final report as 32.
- The run gives the worst hold margin as 0.692 ns.
- Setup repair after global routing could not meet its margin everywhere.
- Endpoints failing hold in the final report were tallied at 0.
- The run puts the worst-case headroom to the max-slew limit at 92.6%.
- The run gives the slew of the pin with the lowest slew margin as 0.111 ns.

Setup path:
- STA classifies the critical path startpoint as a primary input.
- Together, buffers and inverters on the worst path number 2.
- The run gives the classification of the worst setup path as in -> out.
- The most critical setup path has its startpoint at input0[27].
- The run gives the maximum single-stage delay on the critical path as 0.40 ns.
- The run gives the worst-path maximum fanout as 1.
- The run gives the arrival time at the worst endpoint as 0.97 ns.
- STA classifies the critical path endpoint as an output pin.
- The run gives the family of cells with the greatest summed delay on the critical path as buffers and inverters.
- The run puts the required time at the worst-slack endpoint at 0.80 ns.
- The slowest stage of the critical path is the clkdlybuf4s50_1 cell.
- For reference, the critical path cell chain is clkdlybuf4s50_1 -> mux2_4 -> buf_6.

Yosys:
- The run gives the area share of the largest cell type after synthesis as 82.8%.
- The run puts the count of mapped cells out of synthesis at 36.
- Each instance of the synthesized netlist takes up on average 15.1 µm².
- The run puts the number of distinct standard cells referenced by the synthesized netlist at 4.
- The run puts the yosys-reported design area after synthesis at 544 µm².
- Counting instances in the post-synthesis netlist gives the leading cell types as 30 x mux2_4, 3 x buf_12, 2 x mux2_2.
- For this run the top cell type by instance count after synthesis was mux2_4.
- The run puts the sequential cell area fraction in the yosys report at 0%.
- Yosys attributes the largest share of cell area to mux2_4 83%, buf_12 11%, mux2_2 4.1%.
- The run puts the Yosys warning count at 0.
- The run puts the total standard cell area after synthesis at 544 µm².
- Per the Yosys statistics, synthesis produced 36 cells.
- The cell type that accounts for the most area after synthesis is mux2_4.

Drt:
- The run puts the remaining antenna violation count after routing at 0.
- The run gives the number of antenna diodes as 0.
- For this block, the via count after detailed routing is 690.
- The run gives the detailed-router iteration count before antenna repair as 2.
- Once iteration 0 of detailed routing completed, the report listed 3 DRC markers.
- The run puts the overall routed net length at 2720 µm.
- TritonRoute reported its final design rule violation total as 0.
- The run gives the average via count per standard cell as 3.77.
- In the final routed layout, each cell accounts on average for 14.9 µm.

GRT:
- The run puts the largest net degree at the start of global routing at 11.
- The run gives the initial antenna violation count as 0.
- The run gives the via count of the first global-routing pass as 751.
- The first global-routing pass estimated 4000 µm of wire.
- The run gives the total congestion overflow as 0.
- The run puts the global routing usage summed across all routing layers at 7.64%.

Worst hold path:
- Per the hold report, the tightest min-delay path originates at input1[18].
- The most critical min-delay path falls under in -> out.

Die:
- The run puts the core area at 3420 µm².
- The chip occupies 6400 µm².
- From bottom edge to top edge, the die measures 80 µm.
- In the floorplan report the effective utilization is 15.9%.
- The run puts the standard-cell row count at 21.
- The run gives the horizontal die dimension as 80 µm.
- The run puts the number of primary I/O pins at 97.

Placement:
- The run gives the routability congestion estimate as 0.758.
- The run puts the placed wire-length estimate after detailed placement at 2400 µm.
- The placement report lists the number of port buffers as 97.
- The run puts the number of placed instances with taps included at 177.

Flow run:
- The run gives the max capacitance violation total as 0.
- The run gives the count of tool warnings as 34.

Pwr:
- In this run the power density over the cells is 390 nW/µm².
- The run puts the maximum vdd ir drop at 0.161 mV.
- The run gives the static leakage as 0.887 nW.

Status:
- The run finished, with violations left.
- The checks that failed: negative setup slack.

Clock tree:
- The run puts the post-cts hold buffer count at 0.
[power breakdown]
group	switching, mW	internal [mW]
clock	0	0
combinational	0.132	0.487
sequential	0	0
[metal layers]
| metal | vias to the layer above | wire, µm | track usage (%) |
|---|---|---|---|
| li1 | 339 | - | - |
| met1 | 300 | 1020 | 8.77 |
| met2 | 51 | 1350 | 13.6 |
| met3 | 0 | 351 | 3.18 |
| met4 | 0 | 0 | 0 |
| met5 | - | 0 | 0 |
[final cells by class]
type | instances | area share [%]
repair buffers | 105 | 66.1
multi-input cells | 32 | 30.3
well taps | 46 | 3.63
[cell usage in the layout, fill, tap and decap left out]
cell type / count
dlygate4sd2_1: 47
mux2_4: 32
buf_6: 21
buf_2: 12
clkdlybuf4s50_1: 10
dlymetal6s2s_1: 7
buf_12: 4
buf_8: 3
buf_16: 1
[kinds of logic after synthesis]
kind of cell  after synthesis  synth area share [%]
mux                        32                  86.9
buf+inv                     4                  13.1
[timing repair]
| action | 4_1_cts | 5_1_grt |
|---|---|---|
| setup buffers | 5 | 0 |
| endpoints found under the setup margin | 32 | 32 |
| gates cloned | 1 | 0 |
| hold endpoints to repair | 0 | 0 |
| resized | 170 | 15 |
[worst paths after layout]
path                       to  slack (ns)  depth (start not counted)
worst max-delay path  out[27]       -0.17                          3
worst min-delay path  out[18]        0.69                          3
[metrics by stage]
step | cell area (µm²) | setup TNS (ns) | utilization (%) | power, mW | setup WS, ns
after floorplan | 544 | 0 | - | 0.206 | 0.0669
after global placement | 1520 | -15.30 | 44.6 | 0.648 | -0.497
after detailed placement | 1520 | -15.35 | 44.6 | 0.650 | -0.499
after CTS | 1520 | -3.97 | 44.6 | 0.608 | -0.174
after global routing | 1590 | -4.37 | 46.4 | 0.664 | -0.196
final | 1590 | -3.69 | 46.4 | 0.619 | -0.173
Power and IR drop assume default switching activity.
