--- ./config.mk ---
export PLATFORM = sky130hd
export DESIGN_NAME = insMemory
export DESIGN_NICKNAME = insMemory
export VERILOG_FILES = /design/flow/design.v
export SDC_FILE = /design/flow/constraint.sdc
export NUM_CORES = 4
export LEC_CHECK = 1
export CORE_AREA = 10 10 70 70
export DIE_AREA = 0 0 80 80
export SYNTH_MEMORY_MAX_BITS = 65536
--- ./constraint.sdc ---
current_design insMemory

set clk_period 1.8
set clk_io_pct 0.2

create_clock -name clk0 -period $clk_period

set non_clock_inputs [all_inputs -no_clocks]
set_input_delay [expr $clk_period * $clk_io_pct] -clock clk0 $non_clock_inputs
set_output_delay [expr $clk_period * $clk_io_pct] -clock clk0 [all_outputs]
--- ./design.v ---
module insMemory(out,Data);
  output reg [31:0]out;
  input [31:0]Data;
  reg [31:0]ins_address; 
  reg [31:0] imem [255:0];
  initial
  begin
    imem[0] = 32'b00000010010100001000100000100110;  
    imem[1] = 32'b00000010001100100100000000100000;  
    imem[2] = 32'b00000010010100001000100000100010;  
    imem[3] = 32'b00000010010100001000100000100100;  
    imem[4] = 32'b00100000000100001111111111111000;  
    imem[5] = 32'h20110008;                          
    imem[6] = 32'h02119020;                          
    imem[7] = 32'h1240fffc;                          
  end
  always
  begin
    #10
    if(Data>255) out=0;
    else 
      begin
        ins_address = Data>>2;
        out=imem[ins_address];
      end
  end
endmodule
--- ./run.sh ---
#!/bin/bash
# OpenROAD 26Q1-2900-gdf79404cd8, Yosys 0.63+post, stock flow scripts
make -C /OpenROAD-flow-scripts/flow DESIGN_CONFIG=/design/flow/config.mk WORK_HOME=/design/flow/orfs finish
==> results.txt <==
flow finished, numbers: run status=complete, but fails checks, violated checks=negative setup slack, initial detailed-routing violation count=9, leakage power total=around 0.59 nW, most common library cells after synthesis=sky130_fd_sc_hd__buf_4 (16), sky130_fd_sc_hd__nor4_1 (7), sky130_fd_sc_hd__nor3_2 (6), Chip Area=6400 µm², clock period minus final worst setup slack=between 1500 and 2000 ps, Clock Buffer Count=0, most numerous cell in the Yosys netlist=sky130_fd_sc_hd__buf_4, Slew Limit Fails=0, post-detailed-route via-to-cell ratio=3.79, post-layout period usage of the worst path=109%, number of global-route vias before repair=700, wire length after detailed routing=2270 µm, share of the yosys chip area belonging to registers=0%, pin count of the biggest net entering global routing=8, horizontal die size=80 µm, Setup Viol. Count Final=22, Max Cap Viol=0, power density of the placed cells=101 nW/µm², path class of the lowest-slack min-delay path=input pin to output port, Mapped Cells=slightly below 60, Std-Cell Rows=21, final sequential cell count=0, maximum vdd drop=53.2 µV, Setup CP Type=input pin to output port, Final Hold Fails=0, die height=80 µm, sum of overflow across all layers after global routing=0, fraction of layout instances using a drive strength above 1=81.3%, tool warnings=42, Avg Inst Size Synth=7.96 µm², Worst setup EP type=output port, Hold Path End=out[29], cells in synth_stat.txt=58, WP data required=between 1000 and 1500 ps, worst-case setup margin in the final layout=-161 ps, RSZ-0062 raised after global routing=yes, final routed wire length divided by cell count=13.4 µm, count of synthesis-stage warnings from yosys=1, Final ANT Viol Nets=0, post-synthesis cell area=between 400 and 500 µm², startpoint types=input pin, total track usage=under 10%, Buffers on Ports=around 50, Flop area=0 µm², remaining routing DRC violations=0, total power draw=0.127 mW, share of the synthesized area in the top cell type=a little over a quarter, yosys synthesis chip area=462 µm², peak clock frequency supported by timing=510 MHz, worst setup timing slack at the placement stage=-832 ps, placed instance count=152, DPL Wire Length=1650 µm, Main area contributors=sky130_fd_sc_hd__buf_4 (26%), sky130_fd_sc_hd__nor3_2 (13%), sky130_fd_sc_hd__ha_1 (11%), sky130_fd_sc_hd__nor4_2 (11%), sky130_fd_sc_hd__nor4_1 (9.5%), number of diodes=0, first-pass GRT wire length=3570 µm, Core Util at FP=13.5%, iteration count of the initial detailed-routing pass=2, largest fanout on the critical path=6, number of antenna violations at the first check in global routing=0, final weighted congestion in routability-driven placement=0.782, final instance count without filler cells=roughly 170, worst endpoint data arrival time=1600 ps, Core Region=3420 µm², Hold Path Cell Cnt=3, vias post-DR=about 640, number of I/O pins=64, hold path startpoint=Data[3], number of distinct library cells after synthesis=17, area added between synthesis and finish=171%, Yosys top cell by area=sky130_fd_sc_hd__buf_4
per-stage QoR:
step | setup TNS [ps] | hold slack (ps) | instance area, µm² | utilization [%]
after global routing | -3120 | 1060 | 1250 | 36.6
after global placement | -17240 | 1750 | 996 | 29.2
final | -1550 | 1040 | 1250 | 36.6
after detailed placement | -17430 | 1760 | 996 | 29.2
after floorplan | 0 | 735 | 498 | -
after CTS | -2060 | 1220 | 1140 | 33.5
where the power goes:
| part | switching [mW] | total [mW] | internal [mW] | leakage (nW) |
|---|---|---|---|---|
| Clock | 0 | 0 | 0 | 0 |
| Combinational | 0.0609 | 0.127 | 0.0661 | 0.586 |
| Sequential | 0 | 0 | 0 | 0 |
worst max-delay path: stages:
cell and delay (ps):
sky130_fd_sc_hd__buf_2 110, sky130_fd_sc_hd__nor4_4 300, sky130_fd_sc_hd__nand4_4 160, sky130_fd_sc_hd__buf_12 180, sky130_fd_sc_hd__nor3_4 170, sky130_fd_sc_hd__buf_6 140, sky130_fd_sc_hd__buf_6 100, sky130_fd_sc_hd__buf_6 80
layout make-up:
| type | instances | area (µm²) |
|---|---|---|
| Inverter | 3 | 11.3 |
| Tap cell | 46 | 57.6 |
| Timing Repair Buffer | 76 | 647 |
| Multi-Input combinational cell | 44 | 536 |
| Fill cell | 338 | 2160 |
layer usage:
metal | part of all wire (%) | routed length [µm] | GRT usage [%]
met1 | 43 | 983 | 9.45
met2 | 43 | 988 | 9.47
met3 | 13 | 301 | 3.18
met4 | 0 | 0 | 0
met5 | 0 | 0 | 0
cells in the final DEF, fill, tap and decap left out:
| master | n |
|---|---|
| sky130_fd_sc_hd__nand2_2 | 2 |
| sky130_fd_sc_hd__inv_1 | 1 |
| sky130_fd_sc_hd__a211oi_2 | 4 |
| sky130_fd_sc_hd__buf_12 | 2 |
| sky130_fd_sc_hd__buf_8 | 1 |
| sky130_fd_sc_hd__clkdlybuf4s15_1 | 5 |
| sky130_fd_sc_hd__nor2_2 | 1 |
| sky130_fd_sc_hd__buf_4 | 10 |
| sky130_fd_sc_hd__nor4_1 | 1 |
| sky130_fd_sc_hd__ha_4 | 2 |
| sky130_fd_sc_hd__buf_6 | 27 |
| sky130_fd_sc_hd__nor3_4 | 3 |
| sky130_fd_sc_hd__nor3_2 | 3 |
| sky130_fd_sc_hd__a21oi_4 | 1 |
| sky130_fd_sc_hd__conb_1 | 9 |
| sky130_fd_sc_hd__inv_2 | 2 |
| sky130_fd_sc_hd__nor4_2 | 1 |
| sky130_fd_sc_hd__a21oi_1 | 1 |
| sky130_fd_sc_hd__ha_1 | 1 |
| sky130_fd_sc_hd__dlygate4sd2_1 | 2 |
| sky130_fd_sc_hd__nand2_1 | 3 |
| sky130_fd_sc_hd__nor3b_2 | 1 |
| sky130_fd_sc_hd__nor4_4 | 9 |
| sky130_fd_sc_hd__nand4_4 | 1 |
| sky130_fd_sc_hd__ha_2 | 1 |
| sky130_fd_sc_hd__buf_2 | 28 |
| sky130_fd_sc_hd__clkbuf_2 | 1 |
how the worst max path moves through the flow:
stage / from / endpoint / slack (ps) / cells past startpoint
after global routing: Data[28] / out[4] / -240 / 8
after CTS: Data[10] / out[11] / -180 / 8
final: Data[8] / out[10] / -160 / 8
logic make-up (layout without fill, tap and decap cells):
group / after synthesis / in the layout / share of synthesized area [%]
adder cells (fa/ha/maj): 4 / 4 / 10.8
other: 1 / 9 / 0.812
buffers and inverters: 22 / 79 / 32.8
AND-OR/OR-AND: 6 / 6 / 11.9
AND/OR/NAND/NOR: 25 / 25 / 43.6
what timing repair did:
item / 4_1_cts / 5_1_grt
gates cloned: 2 / 0
pin swaps: 19 / 10
buffers inserted: 13 / 4
resized: 191 / 25
setup endpoints to repair: 23 / 23
hold buffers: 0 / 0
No activity file was given, so power comes from the tool's default toggle rates.
